$ cat config.mk
export PLATFORM = sky130hd
export DESIGN_NAME = reg_file
export DESIGN_NICKNAME = reg_file
export VERILOG_FILES = /design/flow/design.v
export SDC_FILE = /design/flow/constraint.sdc
export NUM_CORES = 4
export LEC_CHECK = 1
export CORE_UTILIZATION = 50
$ cat constraint.sdc
current_design reg_file

set clk_period 5.1
set clk_io_pct 0.2

create_clock -name clk0 -period $clk_period [get_ports {clk}]

set non_clock_inputs [all_inputs -no_clocks]
set_input_delay [expr $clk_period * $clk_io_pct] -clock clk0 $non_clock_inputs
set_output_delay [expr $clk_period * $clk_io_pct] -clock clk0 [all_outputs]
$ cat design.v
module reg_file
(
    input  logic clk,
    input  logic reg_wr,
    input  logic [4:0]  raddr1,
    input  logic [4:0]  raddr2,
    input  logic [4:0]  waddr,
    input  logic [31:0] wdata,
    output logic [31:0] rdata1,
    output logic [31:0] rdata2
);
    logic [31:0] reg_mem [32];
    always_comb
    begin
        rdata1 = reg_mem[raddr1];
        rdata2 = reg_mem[raddr2];
    end
    always_ff @(posedge clk)
    begin
        if(reg_wr)
        begin
            reg_mem[waddr] <= wdata;
        end
    end
endmodule
$ cat run.sh
#!/bin/bash
# OpenROAD 26Q1-2900-gdf79404cd8, Yosys 0.63+post, stock flow scripts
make -C /OpenROAD-flow-scripts/flow DESIGN_CONFIG=/design/flow/config.mk WORK_HOME=/design/flow/orfs finish
==> results_dict.tcl <==
# place-and-route summary
set metrics [dict create \
    firstDrtPassIters 9 \
    row_count 114 \
    synthToLayoutAreaGrowth_pct 14.7 \
    cp.depth 8 \
    critPathRequiredTime_ns 4.08 \
    fin_cells 4897 \
    power_density_nw_per_um2 338 \
    final.setup.worst_slack_ns 0.282 \
    numCtsBuffers 106 \
    netlist_instances 3386 \
    die_h_um 314 \
    dieArea_um2 98800 \
    hp-class "input port to flop" \
    rsz0062_at_grt "false" \
    multiInputGateArea_um2 16800 \
    crit_path_end_kind "output port" \
    drtAntennaViolNets 0 \
    cts_max_path_buffers 3 \
    hold_violations 0 \
    largest_reg_flops 1024 \
    clock_power_share 0.406 \
    core_um2 96700 \
    fillers 7206 \
    fmax_ghz 0.208 \
    preCtsSetupSlack_ns 0.400 \
    drtIter0Drc 2148 \
    cp_cell_sequence "clkdlybuf4s50_1 -> nor2b_4 -> buf_4 -> buf_4 -> a22oi_1 -> a31oi_1 -> nand3_1 -> clkdlybuf4s50_1" \
    path_max_fanout 18 \
    power_frac_comb 0.096 \
    ys_warn_count 1 \
    max-vdd-ir-drop_v 0.000309 \
    ioPinCount 113 \
    h-tree-depth 3 \
    grt_use_total 0.345 \
    largest_register "reg_mem" \
    ys_seq_elements 1024 \
    tool_warnings 26 \
    synth_top_area_share 0.630 \
    grt_max_degree 73 \
    arrival_ns 3.80 \
    synth_cell_types 23 \
    start_kind "input port" \
    portBuffers 112 \
    grt_pass1_vias 33000 \
    drive_gt1_frac 0.104 \
    fp_util 0.505 \
    p_seq_frac 0.498 \
    endpoint "rdata1[3]" \
    grt_antenna_before_repair 4 \
    finalWirelength_um 155000 \
    overflow 0 \
    cts_root_buf "clkbuf_16" \
    synth_area_per_cell_um2 14.4 \
    drv_slew 0 \
    cts_tree "built" \
    ys_cells 3386 \
    syn-cell-area_um2 48800 \
    place_inst 4702 \
    cp_num_buf_inv 4 \
    cts_resized 0 \
    die_w_um 314 \
    wl_per_cell_um 31.6 \
    viasPerCell 6.37 \
    cap_viol_max_count 0 \
    cts-hold-fix-buffers 0 \
    switchingPower_uw 4310 \
    setup_tns_ns 0 \
    cts.sinks 1024 \
    crit_slowest_cell "clkdlybuf4s50_1" \
    p_sw_frac 0.228 \
    worstMarginPinSlew_ns 1.03 \
    place.detailed.hpwl_um 86300 \
    drc 0 \
    crit_type "input port to output port" \
    final_util 0.579 \
    post-cts-setup-buffer-count 0 \
    fin_crit_ns 4.82 \
    clkTransAtPathRegs_ns 0.06 \
    p_int_uw 14600 \
    setup-violations-final 0 \
    globalplace.congestion 0.905 \
    grt_pass1_wl_um 221000 \
    postSynthSeqShare 0.630 \
    power_leakage_uw 0.0206 \
    path_delay_family "buffers and inverters" \
    p_total_uw 18900 \
    regArea_um2 30700 \
    critPathMaxStageDelay_ns 0.67 \
    cp-startpoint "raddr1[0]" \
    vias 31200 \
    area_leaders "edfxtp_1 (63%), mux2i_1 (21%), a22oi_1 (3.0%)" \
    largestRegisters "reg_mem x1024" \
    outcome "finished, final reports clean" \
    ys_area_um2 48800 \
    fin_crit_sh 0.945 \
    top_area_cell "edfxtp_1" \
    max_slew_margin 0.313 \
]
[logic make-up (layout without fill, tap and decap cells)]
| kind of cell | Yosys count | count (layout) | synth area share |
|---|---|---|---|
| mux | 1024 | 1024 | 0.210 |
| flops | 1024 | 1024 | 0.630 |
| compound gates | 576 | 576 | 0.0804 |
| simple gates | 509 | 509 | 0.0471 |
| buf+inv | 253 | 487 | 0.0321 |
| other cells | 0 | 1 | 0 |
[layer usage]
metal / GRT usage / vias to the layer above / part of all wire
li1: - / 13700 / -
met1: 0.451 / 15100 / 0.35
met2: 0.475 / 2054 / 0.44
met3: 0.253 / 325 / 0.17
met4: 0.0984 / 10 / 0.037
met5: 0.00919 / - / 0.0010
[cell type report]
type,instances,area share
diodes,1,0.0000447
clock buffers,133,0.0500
clock inverters,61,0.0112
multi-input cells,2109,0.300
flip-flops and latches,1024,0.549
well taps,1276,0.0285
repair buffers,293,0.0610
[through the flow]
step	instance area, um2	hold WS, ns
4_1_cts	56000	1.14
5_1_grt	56000	1.17
3_5_place_dp	52500	1.85
3_3_place_gp	52500	1.84
2_1_floorplan	48800	1.12
6_report	56000	1.17
[layout by cell type, fill, tap and decap left out, types with 4 or more instances in the layout]
cell type and n:
mux2i_1 1024, edfxtp_1 1024, nand3_1 194, nand2_1 193
a22oi_1 192, a21oi_1 192, a22o_1 128, clkdlybuf4s50_1 110
clkbuf_16 108, buf_4 107, buf_12 74, nor3_1 64
a31oi_1 64, nor2_4 34, clkinv_1 26, clkbuf_1 25
clkinv_2 15, bufinv_16 13, nand3b_1 5, clkinvlp_4 5
nor2b_4 4, nand2b_2 4
[power groups by stage]
| stage | sequential, uW | clock, uW | combinational [uW] |
|---|---|---|---|
| 6_report | 9410 | 7680 | 1820 |
| 5_1_grt | 9410 | 8090 | 1920 |
| 4_1_cts | 9410 | 7770 | 1800 |
[synth_stat cells]
| master | n |
|---|---|
| a21oi_1 | 192 |
| a22o_1 | 128 |
| a22oi_1 | 192 |
| a31oi_1 | 64 |
| and2_1 | 2 |
| buf_1 | 1 |
| buf_2 | 70 |
| buf_4 | 47 |
| buf_6 | 45 |
| clkbuf_1 | 86 |
| clkbuf_4 | 4 |
| edfxtp_1 | 1024 |
| mux2i_1 | 1024 |
| nand2_1 | 195 |
| nand2b_1 | 4 |
| nand3_1 | 194 |
| nand3b_1 | 5 |
| nor2_1 | 35 |
| nor2b_1 | 4 |
| nor3_1 | 64 |
| or2_2 | 2 |
| or3_1 | 1 |
| or3b_2 | 3 |
[how the worst min path moves through the flow]
stage	startpoint	end	cells after the start
finish	wdata[21]	reg_mem[13][21]	2
global route	wdata[29]	reg_mem[23][29]	2
CTS	wdata[21]	reg_mem[13][21]	2
