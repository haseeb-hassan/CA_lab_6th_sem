[/design/flow/config.mk]
export PLATFORM = sky130hd
export DESIGN_NAME = instruction_memory
export DESIGN_NICKNAME = instruction_memory
export VERILOG_FILES = /design/flow/design.v
export SDC_FILE = /design/flow/constraint.sdc
export NUM_CORES = 4
export LEC_CHECK = 1
export CORE_AREA = 10 10 70 70
export DIE_AREA = 0 0 80 80
export SYNTH_MEMORY_MAX_BITS = 65536
[/design/flow/constraint.sdc]
current_design instruction_memory

set clk_period 1.4
set clk_io_pct 0.2

create_clock -name clk0 -period $clk_period

set non_clock_inputs [all_inputs -no_clocks]
set_input_delay [expr $clk_period * $clk_io_pct] -clock clk0 $non_clock_inputs
set_output_delay [expr $clk_period * $clk_io_pct] -clock clk0 [all_outputs]
[/design/flow/design.v]
module instruction_memory (
    input var logic [31:0] address,
    output var logic [31:0] instruction
);
    var logic [31:0] memory [0:255];  
    initial begin
memory[0]  = 32'h00500093;   
memory[1]  = 32'h00A00113;   
memory[2]  = 32'h00F00193;   
memory[3]  = 32'h01400213;   
memory[4]  = 32'hFF800293;   
memory[5]  = 32'h00C28313;   
memory[6]  = 32'hFFD30393;   
memory[7]  = 32'h00718413;   
memory[8]  = 32'h00040493;   
memory[9]  = 32'h00148513;   
memory[10] = 32'h0000A583;   
memory[11] = 32'h00412603;   
memory[12] = 32'h0081A683;   
memory[13] = 32'hFFC22703;   
memory[14] = 32'h00C2A783;   
memory[15] = 32'h00032803;   
memory[16] = 32'h0103A883;   
memory[17] = 32'h01442903;   
memory[18] = 32'hFF84A983;   
memory[19] = 32'h01852A03;   
memory[20] = 32'h0062A023;   
memory[21] = 32'h0072A223;   
memory[22] = 32'h0082A423;   
memory[23] = 32'hFE92AE23;   
memory[24] = 32'hFE62AC23;   
    end
    always_comb begin
        instruction = memory[address[31:2]];  
    end
endmodule
[/design/flow/run.sh]
#!/bin/bash
# OpenROAD 26Q1-2900-gdf79404cd8, Yosys 0.63+post, stock flow scripts
make -C /OpenROAD-flow-scripts/flow DESIGN_CONFIG=/design/flow/config.mk WORK_HOME=/design/flow/orfs finish
==> results.sh <==
# yosys + openroad results
export IMPL_io_buffer_count=29
export IMPL_fin_crit_sh_pct=111
export IMPL_end_kind="output port"
export IMPL_hold_class="input pin to output port"
export IMPL_worstSetupPathType="input pin to output port"
export IMPL_path_delay_family="buffers and inverters"
export IMPL_die_width_um=80
export IMPL_grt_overflow_total=0
export IMPL_status="finished with violations"
export IMPL_dpl_instance_area_mm2=0.00101
export IMPL_violations="negative setup slack"
export IMPL_antenna_found_initial=0
export IMPL_dr_first_iter_drc_count=52
export IMPL_antennaDiodeCount=0
export IMPL_avgRoutedWirePerCell_um=14.8
export IMPL_yosysUniqueCellTypes=30
export IMPL_path_max_fanout=4
export IMPL_p_int_uw=267
export IMPL_netlist_area_um2=593
export IMPL_drv_cap=0
export IMPL_crit_slowest_cell="a211oi_2"
export IMPL_dr_pass1_iters=4
export IMPL_max_freq_mhz=641
export IMPL_rows=21
export IMPL_pwr_share_comb_pct=100.0
export IMPL_hold_violations=0
export IMPL_final_area_mm2=0.00136
export IMPL_p_clk_share_pct=0
export IMPL_cp_start_kind="input pin"
export IMPL_seqPwrFrac_pct=0
export IMPL_wl_um=2820
export IMPL_die_area_mm2=0.00640
export IMPL_route_detailed_vias_per_inst=4.30
export IMPL_netlist_instances=93
export IMPL_grt_pass1_wl_um=4510
export IMPL_ant_nets=0
export IMPL_yosys_warnings=1
export IMPL_dieHeight_um=80
export IMPL_post_route_util_pct=39.9
export IMPL_drc=0
export IMPL_design_core_area_mm2=0.00342
export IMPL_gp_congestion=0.850
export IMPL_required_ns=1.12
export IMPL_fin_crit_ns=1.56
export IMPL_tool_warnings=65
export IMPL_grt_setup_unrepaired="yes"
export IMPL_setup_slack_ns=-0.160
export IMPL_grt_usage_pct=8.31
export IMPL_crit_path_frequent_cell="buf_6"
export IMPL_regArea_um2=0
export IMPL_logic_area_um2=662
export IMPL_ys_seq_share_pct=0
export IMPL_hpwl_um=1740
export IMPL_setup_viol=18
export IMPL_ir_worst_vdd_v=0.000165
export IMPL_num_vias=817
export IMPL_worstPathArrival_ns=1.28
export IMPL_slew_violations=0
export IMPL_pin_count=64
export IMPL_p_sw_share_pct=41.8
export IMPL_ys_chip_area_um2=593
export IMPL_path_cells="buf_8 -> buf_6 -> ha_4 -> a211oi_2 -> o22ai_2 -> buf_6 -> buf_6"
export IMPL_fp_util_pct=17.4
export IMPL_slowest_delay_ns=0.19
export IMPL_grt_max_degree=12
export IMPL_powerDensity_mw_per_mm2=337
export IMPL_grt_pass1_vias=894
export IMPL_syn2layout_area_growth_pct=130
export IMPL_yosysCellCount=93
export IMPL_nClkBuffers=0
export IMPL_avgSynthCellArea_um2=6.38
export IMPL_nFillCells=335
export IMPL_path_buffers=4
export IMPL_power_leakage_uw=0.000607
export IMPL_flops=0
export IMPL_final_layout_size_suffix_gt1_share_pct=72.9
export IMPL_netSwitchingPower_uw=192
layer usage:
| metal | up-vias | wire, um | track usage (%) |
|---|---|---|---|
| met3 | 0 | 143 | 1.36 |
| met4 | 0 | 0 | 0.352 |
| met2 | 30 | 1330 | 13.8 |
| met5 | - | 0 | 0 |
| met1 | 373 | 1340 | 11.5 |
| li1 | 414 | - | - |
placed cells by master, fill, tap and decap left out, drive strengths merged:
cell and count:
a22oi 1, nor2b 3, buf 58, a21oi 10, nor2 6, o22ai 4
nand2b 2, clkbuf 4, nand2 5, ha 5, o32ai 1, o21ai 10
mux2i 2, or2 2, and2 1, o221ai 1, dlygate4sd2 3, nand3 3
o32a 1, inv 6, nor4 1, a31oi 1, conb 8, a211oi 2
mux2 1, o22a 2, nor3b 1
Yosys cell counts (all sizes together):
| cell type | count | area [um2] |
|---|---|---|
| nor2 | 6 | 22.5 |
| o22a | 2 | 17.5 |
| mux2i | 2 | 20.0 |
| nand2 | 5 | 18.8 |
| or2 | 2 | 15.0 |
| buf | 20 | 144 |
| nor4 | 1 | 6.26 |
| a21oi | 10 | 50.1 |
| o32a | 1 | 10.0 |
| o32ai | 1 | 8.76 |
| a211oi | 2 | 15.0 |
| ha | 5 | 62.6 |
| o221ai | 1 | 8.76 |
| and2 | 1 | 6.26 |
| conb | 2 | 7.51 |
| mux2 | 1 | 11.3 |
| o21ai | 10 | 53.8 |
| nor2b | 3 | 18.8 |
| inv | 6 | 22.5 |
| o22ai | 4 | 25.0 |
| nand2b | 2 | 12.5 |
| a31oi | 1 | 6.26 |
| nand3 | 3 | 15.0 |
| a22oi | 1 | 7.51 |
| nor3b | 1 | 7.51 |
power groups by stage:
stage	clock, uW	combinational [uW]	sequential [uW]
CTS	0	421	0
global route	0	495	0
finish	0	459	0
what timing repair did:
action	4_1_cts	5_1_grt
endpoints found under the setup margin	24	22
gates cloned	1	0
setup buffers	15	1
pin swaps	25	14
gates resized	149	30
hold buffers	0	0
path summary, 6_finish.rpt:
check	startpoint	depth (start not counted)	end	slack (ns)
max	address[2]	7	instruction[26]	-0.16
min	address[2]	3	instruction[7]	0.91
per-stage QoR:
stage               hold slack [ns]  worst slack, ns  std cells  TNS [ns]  power [uW]
finish                        0.914           -0.160        190     -1.55         459
global route                  0.938           -0.197        190     -2.31         495
CTS                           0.903           -0.154        189     -1.63         421
detailed placement             1.54           -0.999        175    -21.35         336
global placement               1.55           -0.978        175    -21.10         335
floorplan                     0.573          0.00837         99         0         159
cell type report:
| class | count | share of cell area (%) |
|---|---|---|
| well taps | 46 | 4.23 |
| inverters | 6 | 2.94 |
| repair buffers | 65 | 44.2 |
| multi-input cells | 73 | 48.6 |
cells by family after synthesis:
logic type,count (synthesis),synth area share (%)
AOI/OAI and AO/OA,33,34.2
other,2,1.27
adders and majority gates,5,10.5
and+or+nand+nor,24,20.7
muxes,3,5.27
buffers and inverters,26,28.1
Power figures rest on the tool's default switching activity, not on a simulated workload.
