### flow/constraint.sdc
current_design data_mem

set clk_period 60.2
set clk_io_pct 0.2

create_clock -name clk0 -period $clk_period [get_ports {clk}]

set non_clock_inputs [all_inputs -no_clocks]
set_input_delay [expr $clk_period * $clk_io_pct] -clock clk0 $non_clock_inputs
set_output_delay [expr $clk_period * $clk_io_pct] -clock clk0 [all_outputs]
### flow/design.v
module data_mem
(
    input  logic clk,
    input  logic rd_en,    
    input  logic wr_en,    
    input  logic [31:0] addr,   
    input  logic [31:0] wdata,  
    output logic [31:0] rdata,  
    input  logic [2:0] func3  
);
    logic [31:0] mem [100];
    always_comb begin
        if (rd_en) 
            begin
            case (func3)
                3'b000:  
                    rdata = {{24{mem[addr[31:0]][7]}}, mem[addr[31:0]][7:0]};   
                3'b001:  
                    rdata = {{16{mem[addr[31:0]][15]}}, mem[addr[31:0]][15:0]};  
                3'b010:  
                    rdata = mem[addr[31:0]];   
                3'b100:  
                    rdata = {24'b0, mem[addr[31:0]][7:0]};   
                3'b101:  
                    rdata = {16'b0, mem[addr[31:0]][15:0]};  
                default:
                    rdata = 32'b0;  
            endcase
        end
        else
            rdata = 32'b0;
    end
    always_ff @(posedge clk) begin
        if (wr_en) 
            begin
            case (func3)
            3'b000:  
                case (addr[1:0])
                    2'b00: mem[addr[31:0]] <= {mem[addr[31:0]][31:8], wdata[7:0]};                   
                    2'b01: mem[addr[31:0]] <= {mem[addr[31:0]][31:16], wdata[7:0], mem[addr[31:0]][7:0]};  
                    2'b10: mem[addr[31:0]] <= {mem[addr[31:0]][31:24], wdata[7:0], mem[addr[31:0]][15:0]};  
                    2'b11: mem[addr[31:0]] <= {wdata[7:0], mem[addr[31:0]][23:0]};                   
                endcase
            3'b001:  
                case (addr[1])
                    1'b0: mem[addr[31:0]] <= {mem[addr[31:0]][31:16], wdata[15:0]};          
                    1'b1: mem[addr[31:0]] <= {wdata[15:0], mem[addr[31:0]][15:0]};          
                endcase
            3'b010:  
                mem[addr[31:0]] <= wdata;   
            default:
                ;  
            endcase
            end
    end
endmodule
### flow/config.mk
export PLATFORM = sky130hd
export DESIGN_NAME = data_mem
export DESIGN_NICKNAME = data_mem
export VERILOG_FILES = /design/flow/design.v
export SDC_FILE = /design/flow/constraint.sdc
export NUM_CORES = 4
export LEC_CHECK = 1
export CORE_UTILIZATION = 50
### flow/run.sh
#!/bin/bash
# OpenROAD 26Q1-2900-gdf79404cd8, Yosys 0.63+post, stock flow scripts
make -C /OpenROAD-flow-scripts/flow DESIGN_CONFIG=/design/flow/config.mk WORK_HOME=/design/flow/orfs finish
==> impl_metrics.env <==
# yosys + openroad results
export IMPL_async_reset_ff_share_pct=0
export IMPL_seqCellArea_um2=96100
export IMPL_firstDrtPassIters=8
export IMPL_fin_tns_setup_ps=0
export IMPL_dp_cells=8691
export IMPL_worstPathRequired_ps=48160
export IMPL_comb_area_um2=26800
export IMPL_cpLargestDelayFamily="buffers and inverters"
export IMPL_grt_pass1_wl_mm=481
export IMPL_cts_tree="done"
export IMPL_num_vias=58800
export IMPL_worst_hold_startpoint="mem[97][26]$_DFFE_PP_"
export IMPL_die_w_um=499
export IMPL_flop_cell="edfxtp_1"
export IMPL_yosys_area_top_type="edfxtp_1"
export IMPL_ys_cells=5385
export IMPL_synth_flops=3200
export IMPL_clock_fmax_mhz=33.1
export IMPL_chip_area_um2=249000
export IMPL_power_internal_mw=3.71
export IMPL_seq_power_share_pct=53.2
export IMPL_grt_setup_unrepaired="no"
export IMPL_numCtsBuffers=339
export IMPL_worst_path_buf_inv=9
export IMPL_post_drt_wl_per_cell_um=36.8
export IMPL_netlist_area_leader_share_pct=77.8
export IMPL_ys_seq_share_pct=77.8
export IMPL_antenna_found_initial=11
export IMPL_cp_arrival_ps=18210
export IMPL_grt_pass1_vias=65200
export IMPL_num_rows=182
export IMPL_syn_avg_cell_area_um2=22.9
export IMPL_synthToLayoutAreaGrowth_pct=13.5
export IMPL_crit_path_max_incr_delay_ps=660
export IMPL_cp_cell_sequence="buf_16 > buf_12 > buf_4 > buf_4 > buf_4 > buf_4 > mux4_2 > mux2i_1 > o21ai_0 > nor3_2 > buf_4 > or4_1 > o211ai_1 > buf_4 > clkdlybuf4s50_1"
export IMPL_syn_inst=5385
export IMPL_cts_setup_buffers=0
export IMPL_outcome="finished clean"
export IMPL_relSlewSlack_pct=29.1
export IMPL_die_y_um=499
export IMPL_worst_slew_pin_slew_ps=1060
export IMPL_cts_sinks=3200
export IMPL_dp_hpwl_mm=193
export IMPL_final_cells=9286
export IMPL_ant_nets=0
export IMPL_post_route_util_pct=57.0
export IMPL_finalSetupViolations=0
export IMPL_cpMaxStageDelayCell="buf_4"
export IMPL_clkSlewWorstSetupHoldPaths_ps=60
export IMPL_end_kind="output pin"
export IMPL_p_leak_nw=43.8
export IMPL_hold_buffers=0
export IMPL_ir_drop_mv=0.0235
export IMPL_maxCapViolations=0
export IMPL_core_area_um2=246000
export IMPL_cts_repair_resized=0
export IMPL_top_cells_by_area="edfxtp_1 78%, mux4_2 15%, mux2i_1 2.3%"
export IMPL_cp_common_cell="buf_4"
export IMPL_largest_reg_flops=3200
export IMPL_hold_path_class="reg -> reg"
export IMPL_remaining_drc_errors=0
export IMPL_power_frac_clock_pct=40.5
export IMPL_root_buffer="clkbuf_16"
export IMPL_synth_distinct_cells=65
export IMPL_clock_path_buffers=4
export IMPL_worstSetupPathType="in -> out"
export IMPL_n_fill_cell=17300
export IMPL_io_buffers=76
export IMPL_power_density_nw_per_um2=33.7
export IMPL_r2r_start="mem[29][9]$_DFFE_PP_"
export IMPL_critical_path_max_fanout=71
export IMPL_clkLatencyLatePin_ps=960
export IMPL_grt_max_degree=72
export IMPL_io_pins=102
export IMPL_place_congestion=0.967
export IMPL_common_cells="3,200 x edfxtp_1, 819 x mux4_2, 282 x mux2i_1, 163 x nor2_1, 133 x o22ai_1"
export IMPL_combPwrFrac_pct=6.2
export IMPL_fp_utilization_pct=50.3
export IMPL_worst_setup_path_start_kind="input port"
export IMPL_ys_warn_count=1
export IMPL_dr_first_iter_drc_count=4087
export IMPL_p_sw_mw=1.02
export IMPL_warning_count=51
export IMPL_yosysChipArea_um2=123000
export IMPL_finalClockPeriodUsage_pct=50.3
export IMPL_synth_most_common_cell="edfxtp_1"
export IMPL_h_tree_depth=5
export IMPL_drive_gt1_share_pct=28.4
export IMPL_routed_wl_mm=341
export IMPL_synth_edff_count=3200
export IMPL_viasPerCell=6.33
export IMPL_grt_total_usage_pct=31.8
export IMPL_holdWs_ps=1550
export IMPL_sw_frac_of_total_pct=21.6
export IMPL_critPathLaunch="addr[0]"
export IMPL_hold_viol_final=0
export IMPL_period_needed_ps=30250
export IMPL_netlist_area_um2=123000
export IMPL_slew_violations=0
export IMPL_fin_worst_skew_ps=74.9
export IMPL_grt_overflow_total=0
-- metrics by stage --
step / power, mW / area [µm²] / worst slack (ps)
final: 4.73 / 140000 / 29950
after global routing: 4.86 / 140000 / 29540
after CTS: 4.76 / 140000 / 29890
after detailed placement: 2.86 / 130000 / 29890
after global placement: 2.85 / 130000 / 29880
after floorplan: 2.74 / 123000 / 34030
-- cell usage in the layout, fill, tap and decap left out, types with 70 or more instances in the layout --
| cell type | instances |
|---|---|
| edfxtp_1 | 3200 |
| clkdlybuf4s50_1 | 70 |
| clkbuf_1 | 75 |
| mux4_2 | 819 |
| nor2_4 | 96 |
| buf_4 | 311 |
| mux2i_1 | 282 |
| nand2_1 | 120 |
| clkbuf_16 | 345 |
| clkinv_1 | 86 |
| o22ai_1 | 133 |
-- cell families (layout without fill, tap and decap cells) --
kind of cell / after synthesis / in the layout / synth area share [%]
mux: 1110 / 1110 / 17.3
buf+inv: 308 / 975 / 1.46
simple gates: 412 / 412 / 1.47
compound gates: 355 / 355 / 1.94
flops: 3200 / 3200 / 77.8
other cells: 0 / 14 / 0
-- power by group through the flow --
stage	clock, mW	sequential, mW	combinational (mW)
4_1_cts	1.95	2.52	0.297
5_1_grt	2.03	2.51	0.316
6_report	1.92	2.52	0.295
-- area by class of cell --
| type | instances | area share, % |
|---|---|---|
| well taps | 3220 | 2.88 |
| clock buffers | 420 | 6.36 |
| clock inverters | 161 | 0.799 |
| inverters | 7 | 0.0339 |
| diodes | 14 | 0.0250 |
| multi-input cells | 1877 | 19.1 |
| flip-flops and latches | 3200 | 68.6 |
| repair buffers | 387 | 2.24 |
-- worst min-delay path, delay by kind of cell (launching register included) --
kind	cells	cell delay [ps]
multiplexers	1	450
flip-flops	1	360
AND-OR/OR-AND	2	350
AND/OR/NAND/NOR	2	160
-- routing by layer --
layer | vias up | share of wire (%) | track usage (%)
li1 | 23900 | - | -
met1 | 29700 | 29 | 38.4
met2 | 4466 | 46 | 43.6
met3 | 602 | 20 | 26.7
met4 | 12 | 4.8 | 11.3
met5 | - | 0.11 | 1.60
-- path summary, 6_finish.rpt --
kind / endpoint / slack [ps] / depth (start not counted)
worst max-delay path: rdata[17] / 29950 / 15
worst max register to register: mem[31][9]$_DFFE_PP_ / 55270 / 9
worst min register to register: mem[53][26]$_DFFE_PP_ / 1550 / 5
worst min-delay path: mem[53][26]$_DFFE_PP_ / 1550 / 5
Power figures rest on the tool's default switching activity, not on a simulated workload.
